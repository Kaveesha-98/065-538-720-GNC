[design/flow/run.sh]
#!/bin/bash
# OpenROAD 26Q1-2900-gdf79404cd8, Yosys 0.63+post, stock flow scripts
make -C /OpenROAD-flow-scripts/flow DESIGN_CONFIG=/design/flow/config.mk WORK_HOME=/design/flow/orfs finish
[design/flow/config.mk]
export PLATFORM = sky130hd
export DESIGN_NAME = Store_Unit
export DESIGN_NICKNAME = Store_Unit
export VERILOG_FILES = /design/flow/design.v
export SDC_FILE = /design/flow/constraint.sdc
export NUM_CORES = 4
export LEC_CHECK = 1
export CORE_UTILIZATION = 50
[design/flow/constraint.sdc]
current_design Store_Unit

set clk_period 9.6
set clk_io_pct 0.2

create_clock -name clk0 -period $clk_period [get_ports {clock}]

set non_clock_inputs [all_inputs -no_clocks]
set_input_delay [expr $clk_period * $clk_io_pct] -clock clk0 $non_clock_inputs
set_output_delay [expr $clk_period * $clk_io_pct] -clock clk0 [all_outputs]
[design/flow/design.v]
module Store_Unit(
  input         clock,
  input         reset,
  output [7:0]  io_mem_write_data,
  output [31:0] io_mem_write_address,
  output        io_mem_write,
  output        io_STORE_READY,
  input         io_DATA_IN,
  input  [1:0]  io_STORE_SIZE,
  input         io_ADDRESS_IN,
  input  [31:0] io_store_data,
  input  [31:0] io_store_address
);
  reg [31:0] store_data_buffer;  
  reg [1:0] store_data_size_buffer;  
  reg [31:0] store_data_buffer_address;  
  reg  storing;  
  reg  stateReg;  
  wire [7:0] _T_2 = store_data_buffer[7:0];  
  wire [31:0] _T_5 = store_data_buffer_address + 32'h1;  
  wire [1:0] _T_8 = store_data_size_buffer + 2'h1;  
  wire  _GEN_0 = store_data_size_buffer == 2'h3 ? 1'h0 : stateReg;  
  wire  _GEN_1 = store_data_size_buffer == 2'h3 | storing;  
  wire [1:0] _GEN_2 = store_data_size_buffer == 2'h3 ? store_data_size_buffer : _T_8;  
  wire [31:0] _GEN_6 = ~storing ? {{8'd0}, store_data_buffer[31:8]} : store_data_buffer;  
  wire [31:0] _GEN_7 = ~storing ? _T_5 : store_data_buffer_address;  
  wire  _GEN_8 = ~storing ? _GEN_0 : stateReg;  
  wire  _GEN_9 = ~storing ? _GEN_1 : storing;  
  wire [1:0] _GEN_10 = ~storing ? _GEN_2 : store_data_size_buffer;  
  wire  _T_9 = ~stateReg;  
  wire  _GEN_11 = io_DATA_IN | _GEN_8;  
  wire  _GEN_16 = io_ADDRESS_IN & storing ? 1'h0 : _GEN_9;  
  wire  _GEN_18 = stateReg ? _GEN_16 : _GEN_9;  
  wire  _GEN_25 = _T_9 ? _GEN_9 : _GEN_18;  
  assign io_mem_write_data = ~storing ? $signed(_T_2) : $signed(8'sh0);  
  assign io_mem_write_address = ~storing ? store_data_buffer_address : 32'h0;  
  assign io_mem_write = ~storing;  
  assign io_STORE_READY = _T_9 & io_DATA_IN;  
  always @(posedge clock) begin
    if (reset) begin  
      store_data_buffer <= 32'h0;  
    end else if (_T_9) begin  
      if (io_DATA_IN) begin  
        store_data_buffer <= io_store_data;  
      end else begin
        store_data_buffer <= _GEN_6;
      end
    end else begin
      store_data_buffer <= _GEN_6;
    end
    if (reset) begin  
      store_data_size_buffer <= 2'h0;  
    end else if (_T_9) begin  
      if (io_DATA_IN) begin  
        store_data_size_buffer <= io_STORE_SIZE;  
      end else begin
        store_data_size_buffer <= _GEN_10;
      end
    end else begin
      store_data_size_buffer <= _GEN_10;
    end
    if (reset) begin  
      store_data_buffer_address <= 32'h0;  
    end else if (_T_9) begin  
      store_data_buffer_address <= _GEN_7;
    end else if (stateReg) begin  
      if (io_ADDRESS_IN & storing) begin  
        store_data_buffer_address <= io_store_address;  
      end else begin
        store_data_buffer_address <= _GEN_7;
      end
    end else begin
      store_data_buffer_address <= _GEN_7;
    end
    storing <= reset | _GEN_25;  
    if (reset) begin  
      stateReg <= 1'h0;  
    end else if (_T_9) begin  
      stateReg <= _GEN_11;
    end else if (~storing) begin  
      if (store_data_size_buffer == 2'h3) begin  
        stateReg <= 1'h0;  
      end
    end
  end
endmodule
==> impl_metrics.tcl <==
# place-and-route summary
set metrics [dict create \
    yosys-stat-area_um2 3517 \
    ff2ff_setup_slack_ns 7.08 \
    syn-instance-count 421 \
    cts.hold.buffers_added 0 \
    clk_latency_ns 0.33 \
    dpl.cell_count 603 \
    worst-slew-pin-transition_ns 1.073 \
    setup.worst_path.start "io_DATA_IN" \
    timing_worst_setup_path_type "in2out" \
    place.port_buffers 111 \
    hold_violations 0 \
    gr-total-overflow 0 \
    synthesis.area_um2 3517 \
    max-vdd-ir-drop_uv 114.1 \
    drtAntennaViolNets 0 \
    setup_ws_ns 3.890 \
    cp_data_required_time_ns 7.68 \
    timing.critical_path.fanout_max 61 \
    vias_per_cell 5.288 \
    r2r_end "store_data_buffer_address[28]" \
    top_logic_kind "simple AND/OR/NAND/NOR gates" \
    aoi_share_pct 15.33 \
    num_vias 3273 \
    antenna_found_initial 0 \
    post-route-period-util_pct 59.48 \
    power.total_uw 666.6 \
    final_critical_delay_including_setup_and_external_delays_ns 5.710 \
    num_rows 30 \
    io_pins 112 \
    synthFlopType "dfxtp_1" \
    dp.final_hpwl_um 5491 \
    cts_made_buffers 9 \
    grt_pass1_vias 2818 \
    layout.cell_area.non_filler_um2 4878 \
    layout_top_cells "clkdlybuf4s50_1 (110), dfxtp_1 (67), nor2_1 (62)" \
    placed_area_um2 4667 \
    synthToLayoutAreaGrowth_pct 38.71 \
    max-clock-path-buffers 2 \
    endpoint "io_STORE_READY" \
    drive_gt1_share_pct 6.119 \
    slew_violations 0 \
    simple_gate_share_pct 27.75 \
    max_clock_freq_mhz 175.1 \
    grt_pass1_wl_um 13110 \
    drv.max_cap_violation_count 0 \
    logic_area_um2 2012 \
    finalSetupTns_ns 0 \
    post_cts.repair.setup_buffers 0 \
    yosys-mux-area-fraction_pct 7.115 \
    global_route.usage.total_pct 22.51 \
    ys_seq_share_pct 38.71 \
    postSynthAreaPerCell_um2 8.354 \
    layout.cells.most_common "clkdlybuf4s50_1" \
    stage_log_warnings 26 \
    yosys_cells 421 \
    tritoncts_clock_tree "built" \
    p_leak_nw 1.797 \
    design.die.area_um2 7374 \
    cts.sink_count 68 \
    clock_root_buffer "clkbuf_8" \
    finalSetupViolations 0 \
    outcome "complete, no violations" \
    fp.coreArea_um2 6794 \
    die_width_um 85.87 \
    htree_num_levels 3 \
    nFillCells 522 \
    r2r_start "storing" \
    rsz0062_at_grt "no" \
    antenna_diodes 0 \
    fp-utilization_pct 51.77 \
    slew_headroom_pct 27.78 \
    gp_congestion 0.8401 \
    clk_pin_slew_worst_paths_ns 0.08 \
    async_sr_flop_fraction_pct 0 \
    cp-end-kind "primary output" \
    timing.hold.worst.class "reg2reg" \
    post_cts.resized_instances 0 \
    dr_wl_cell_um 13.25 \
    yosys_warnings 1 \
    ff2ff_path_depth 5 \
    drcViolationCount 0 \
    first_iter_violations 115 \
    synth.cellmix.xorXnorShare_pct 6.226 \
    dp_worst_setup_slack_ns 3.912 \
    drtPass1Iterations 4 \
    clock-skew-final_ns 0.009387 \
    dieHeight_um 85.87 \
    synth.distinct_cells 41 \
    p_per_area_nw_per_um2 136.7 \
    ys.flops 68 \
    maximum_number_of_pins_on_one_net_before_global_route_repair 70 \
    startpoint_type "input port" \
    hold_depth 2 \
    post_layout_nonfiller_instances 619 \
    count_of_library_flops_with_an_enable_pin 0 \
    drt_wl_total_um 8200 \
    post_synth_fa_ha_maj_area_fraction_pct 0.7115 \
    ff_latch_area_um2 1365 \
    arrival_ns 3.79 \
]
through the flow:
stage	hold slack (ns)	util, %
2_1_floorplan	0.4472	-
3_3_place_gp	0.4638	68.69
3_5_place_dp	0.4716	68.69
4_1_cts	0.4829	71.80
5_1_grt	0.4967	71.80
6_report	0.4829	71.80
worst max-delay path, cell delays in order:
cell and delay, ns:
clkdlybuf4s50_1 0.42, nand2b_2 0.07, buf_4 0.47, clkinv_1 0.40
clkdlybuf4s50_1 0.50
power by group:
group,leakage (nW),internal [mW],total [mW],switching [mW]
registers,0.559,0.304,0.326,0.0218
clock network,0.106,0.135,0.241,0.106
logic,1.13,0.0589,0.100,0.0412
total,1.80,0.497,0.667,0.169
worst min path at each step:
stage                      from                     to  slack, ns
4_1_cts   store_data_buffer[28]  store_data_buffer[28]       0.48
5_1_grt   store_data_buffer[28]  store_data_buffer[28]       0.50
6_report  store_data_buffer[28]  store_data_buffer[28]       0.48
cell usage after synthesis (2+ instances only):
cell | number | area [µm²]
buf_1 | 3 | 11.26
a21oi_1 | 16 | 80.08
nor2_1 | 62 | 232.7
nand4_1 | 9 | 56.30
a211oi_1 | 47 | 352.8
ha_1 | 2 | 25.02
a311oi_1 | 2 | 17.52
mux2i_1 | 25 | 250.2
xor2_1 | 15 | 131.4
o21ai_0 | 3 | 15.01
and3_1 | 5 | 31.28
nor3_2 | 3 | 30.03
nand2_1 | 27 | 101.4
nor2b_1 | 36 | 225.2
inv_1 | 6 | 22.52
clkbuf_1 | 26 | 97.59
nor4_1 | 7 | 43.79
nand3_1 | 22 | 110.1
o31ai_1 | 2 | 15.01
nor3_1 | 4 | 20.02
nand2b_1 | 2 | 12.51
dfxtp_1 | 68 | 1361
xnor2_1 | 10 | 87.58
o211ai_1 | 2 | 15.01
cell families after synthesis:
logic type      after synthesis
xor+xnor                     25
mux                          25
flops                        68
buf+inv                      37
fa+ha+maj                     2
compound gates               77
simple gates                187
metal layers:
layer	wire length [µm]	vias to the layer above	GRT usage [%]	share of wire (%)
li1	-	1689	-	-
met1	4163	1487	35.27	51
met2	3482	92	34.20	42
met3	491	5	5.566	6.0
met4	63	0	1.515	0.77
met5	0	-	0	0
sequential cells by signal, summed over array words and instances, names as in the netlist:
name                       count
store_data_buffer_address     32
storing                        1
store_data_size_buffer         2
stateReg                       1
store_data_buffer             32
area by class of cell:
type / count / area share, %
Multi-Input combinational cell: 316 / 41.24
Clock inverter: 5 / 1.231
Clock buffer: 11 / 3.103
Tap cell: 96 / 2.462
Timing Repair Buffer: 116 / 23.44
Inverter: 7 / 0.5386
Sequential cell: 68 / 27.98
Power and IR drop assume default switching activity.
