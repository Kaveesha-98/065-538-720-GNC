===== flow/run.sh =====
#!/bin/bash
# OpenROAD 26Q1-2900-gdf79404cd8, Yosys 0.63+post, stock flow scripts
make -C /OpenROAD-flow-scripts/flow DESIGN_CONFIG=/design/flow/config.mk WORK_HOME=/design/flow/orfs finish

===== flow/constraint.sdc =====
current_design Memory

set clk_period 298.4
set clk_io_pct 0.2

create_clock -name clk0 -period $clk_period [get_ports {clock}]

set non_clock_inputs [all_inputs -no_clocks]
set_input_delay [expr $clk_period * $clk_io_pct] -clock clk0 $non_clock_inputs
set_output_delay [expr $clk_period * $clk_io_pct] -clock clk0 [all_outputs]

===== flow/design.v =====
module Memory(
  input         clock,
  input         reset,
  input  [31:0] io_rdAddr,
  output [7:0]  io_rdData,
  input         io_mem_write,
  input  [7:0]  io_mem_write_data,
  input  [31:0] io_mem_write_address
);
  reg [7:0] mem [0:1023];  
  wire [7:0] mem_memData_data;  
  wire [9:0] mem_memData_addr;  
  wire [7:0] mem_MPORT_data;  
  wire [9:0] mem_MPORT_addr;  
  wire  mem_MPORT_mask;  
  wire  mem_MPORT_en;  
  reg [9:0] mem_memData_addr_pipe_0;
  reg [7:0] wrDataReg;  
  reg  doForwardReg;  
  assign mem_memData_addr = mem_memData_addr_pipe_0;
  assign mem_memData_data = mem[mem_memData_addr];  
  assign mem_MPORT_data = io_mem_write_data;
  assign mem_MPORT_addr = io_mem_write_address[9:0];
  assign mem_MPORT_mask = 1'h1;
  assign mem_MPORT_en = io_mem_write;
  assign io_rdData = doForwardReg ? $signed(wrDataReg) : $signed(mem_memData_data);  
  always @(posedge clock) begin
    if(mem_MPORT_en & mem_MPORT_mask) begin
      mem[mem_MPORT_addr] <= mem_MPORT_data;  
    end
    mem_memData_addr_pipe_0 <= io_rdAddr[9:0];
    wrDataReg <= io_mem_write_data;  
    doForwardReg <= io_mem_write_address == io_rdAddr & io_mem_write;  
  end
endmodule

===== flow/config.mk =====
export PLATFORM = sky130hd
export DESIGN_NAME = Memory
export DESIGN_NICKNAME = Memory
export VERILOG_FILES = /design/flow/design.v
export SDC_FILE = /design/flow/constraint.sdc
export NUM_CORES = 4
export LEC_CHECK = 1
export CORE_UTILIZATION = 30
export SYNTH_MEMORY_MAX_BITS = 65536

==> deck_impl_summary.md <==
Key Metrics from the Run

Synth
  – Register share after synthesis: 77.61%
  – Ys flop type: edfxtp_1
  – Top cells, area: edfxtp_1 77%, mux4_2 13%, mux2i_1 1.9%, nor2_1 1.3%, clkbuf_1 0.55%
  – Area leader share: 77.49%
  – Post-synthesis instance area: 0.3174 mm²
  – Mean Syn Cell Area: 21.40 µm²
  – Cell count after synthesis: 14,830
  – Syn. warnings: 1
  – YS chip area: 0.3174 mm²
  – Synth async-reset ratio: 0%
  – Yosys stat cell total: 14,830
  – Post-synth top area cell: edfxtp_1
  – Distinct cells, synth: 74
  – Number of synthesized register bits: 8,211
  – Post-synth EDFFs: 8,192

Floorplanning
  – Io pins: 83
  – Site Rows: 377
  – Die H: 1031 µm
  – Fp_density: 30.11%
  – DIE WIDTH: 1031 µm
  – Total Die Area: 1.062 mm²
  – Core ar.: 1.054 mm²

Final timing
  – # setup viols final: 0
  – FMAX: 14.30 MHz
  – Slew HR: 19.85%
  – Worst setup margin: 228.48 ns
  – Unrepaired setup endpoints after global routing: no
  – Final Max Tran Viols: 0
  – Post-layout period usage of the worst path: 23.43%
  – Setup tns final: 0 ns
  – Post-layout minimum cycle time: 69.92 ns
  – Final Hold Viols: 0
  – Worst-Margin Slew: 1.202 ns

Route
  – Met1 wire length: 277,300 µm
  – DRC: 0
  – ANT nets after route: 0
  – Via density: 5.174
  – Met3 WL: 186,200 µm
  – Vias: 156,800
  – Total Wirelength: 932,400 µm
  – Met2 WL: 420,900 µm
  – Pre-Repair DR Iteration Count: 7
  – DR WL/cell: 30.76 µm
  – Highest routed layer: met5
  – Iteration-0 DRC Markers: 11,310

Placed design
  – Placer congestion estimate: 0.9007
  – DP HPWL: 580,400 µm
  – Pre-CTS setup slack: 229.66 ns
  – Port bufs: 81

Power and ir drop
  – Switch Pwr: 0.5255 mW
  – Combinational power share: 5.4%
  – Clock power share: 41.1%
  – Sequential power share: 53.5%
  – Power per Cell Area: 6.552 mW/mm²
  – Leakage Power: 109.9 nW
  – Net Sw Frac: 22.12%
  – Pint: 1.851 mW
  – Maximum vdd drop: 7.247 µV

Global routing
  – Initial antenna violation count: 73
  – Largest net degree at the start of global routing: 133
  – Global-route wire length before repair: 1,299,000 µm
  – Total grt overflow: 0
  – Vias in the first global route: 171,000
  – GR Util All Layers: 18.64%

Setup path
  – Crit path max fanout: 62
  – Critical path type: reg2out
  – Worst Path Required: 238.72 ns
  – CP Cell Sequence: buf_4, buf_4, buf_12, buf_4, buf_4, buf_4, buf_4, mux4_2, a22o_1, a221oi_1, o22ai_1, o21ai_0, nand2_1, a211oi_1, a211oi_1, a211o_1, clkdlybuf4s50_1
  – Crit. End Element: primary output
  – Critical path arrival: 10.24 ns
  – Worst stage delay on the critical path: 0.69 ns
  – CP top delay family: buffers and inverters
  – Slowest-stage cell, CP: buf_4
  – CP Buf/Inv Count: 8
  – Critical Path Most Common Cell: buf_4
  – CP Launch Type: flip-flop

CTS
  – CTS buffer count: 813
  – CTS tree: built
  – H-tree levels: 6
  – Hold bufs inserted after CTS: 0
  – Clock slew at reported path FFs: 0.06 ns
  – Clk root buf: clkbuf_16
  – Clock sink count: 8,211
  – Post-CTS Setup Inserts: 0
  – Post-CTS Resized: 0
  – Clk buf depth: 4

Final layout
  – Layout area overhead: 14.25%
  – Dominant logic cell type in the layout: edfxtp_1
  – Most frequent cells in the layout: 8,192 x edfxtp_1, 1,882 x mux4_2, 1,117 x nor2_1
  – Share of cells above drive strength 1: 23.72%
  – Post-layout util: 34.40%

Job
  – Max-cap violations: 0
  – Tool warnings: 51

Hold path
  – Hold crit path type: in2reg

Run status
  – Status: finished clean
==> state kept, by name, summed over array words and instances (netlist names), named ones only <==
name,count
mem,8192
wrDataReg,8
doForwardReg,1
==> logic make-up after synthesis <==
| logic type | share of synthesized area (%) |
|---|---|
| compound gates | 3.139 |
| xor+xnor | 0.08829 |
| buf+inv | 1.657 |
| flops | 77.61 |
| mux | 15.33 |
| simple gates | 2.171 |
==> final timing paths <==
kind	from	endpoint	cells past startpoint
worst max-delay path	flip-flop	io_rdData[2]	17
worst min-delay path	io_mem_write_data[5]	mem[985][5]$_DFFE_PP_	1
==> power by group through the flow <==
stage / Sequential (mW) / Combinational (mW) / Clock [mW]
final: 1.27 / 0.128 / 0.978
after global routing: 1.27 / 0.135 / 1.03
after CTS: 1.27 / 0.128 / 0.991
==> synthesized netlist by cell type (13+ instances only) <==
master and instances:
o21ai_0 111, nand4_1 26, dfxtp_1 19, nand3_1 108, mux4_2 1882, edfxtp_1 8192
buf_6 102, o22ai_1 245, buf_4 143, a211oi_1 23, nand2_1 256, nor3_1 45
mux2_2 25, a32oi_1 45, nor2b_1 17, nor2_1 1132, buf_1 132, and2_1 13
o221ai_1 136, a31oi_1 61, a221oi_1 120, nor4_1 24, o22a_1 14, mux2i_1 599
buf_2 144, clkbuf_1 469, a21oi_1 212, and3_1 17, o211ai_1 22, xnor2_1 28
a22oi_1 208, a22o_1 90, a311oi_1 19
==> layout make-up <==
type | instances | area [µm²]
diodes | 140 | 350.3
clock buffers | 1002 | 21140
clock inverters | 495 | 4121
fillers | 96040 | 691600
inverters | 8 | 47.55
multi-input cells | 5623 | 66520
flip-flops and latches | 8211 | 246400
well taps | 14020 | 17550
repair buffers | 808 | 6529
==> layer usage <==
layer  vias up  track usage [%]
met2     10580            26.69
met4       148            7.303
li1      63950                -
met1     80330            18.55
met3      1831            17.04
met5         -            3.768
==> stage by stage <==
stage | std cells | area [µm²] | total power [mW] | hold slack (ns)
finish | 30310 | 362700 | 2.376 | 58.91
global route | 30220 | 362400 | 2.437 | 58.88
CTS | 30170 | 362300 | 2.389 | 58.83
detailed placement | 28670 | 337000 | 1.422 | 60.12
global placement | 28670 | 337000 | 1.421 | 60.11
floorplan | 14830 | 317400 | 1.355 | 59.71
Power figures rest on the tool's default switching activity, not on a simulated workload.
